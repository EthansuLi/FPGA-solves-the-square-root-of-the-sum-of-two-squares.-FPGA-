$ cat flow/design.v
module a2_add_b2(
	input 				clk 	,
	input 				rst_n	,
	input 		[7:0]	a		,  
	input 		[7:0]	b		,  
	input 				i_vld	,
	output				o_vld	,
	output		[7:0]	sqrt	,
	output		[15:0]  remain
);
	reg [7:0] a_tmp;
	reg [7:0] b_tmp;
	wire [7:0] ua;
	wire [7:0] ub;
	wire [6:0] f_a;
	wire [6:0] f_b;
	reg [14:0] a_tmp_2;  
	reg [14:0] b_tmp_2;  
	wire [15:0] add;
	reg vld_d0;
	reg sqrt_en;
	assign ua = {1'b0,a_tmp[6:0]};
	assign ub = {1'b0,b_tmp[6:0]};
	assign f_a = ~(a_tmp[6:0])+1'b1;
	assign f_b = ~(b_tmp[6:0])+1'b1;
	always@(posedge clk or negedge rst_n) begin  
		if(~rst_n) begin
			a_tmp <= 'd0;
			b_tmp <= 'd0;
		end
		else if(i_vld) begin
			a_tmp <= a;
			b_tmp <= b;
		end	
	end
	always@(posedge clk or negedge rst_n) begin  
		if(~rst_n) begin
			a_tmp_2 <= 'd0;
			b_tmp_2 <= 'd0;
		end
		else begin  
			if(a_tmp == 8'b10000000 )
				a_tmp_2 <= ({1'b1,f_a}) * ({1'b1,f_a});
			else if(b_tmp[7] == 1)
				a_tmp_2 <= (f_a) * (f_a);
			else
				a_tmp_2 <= ua * ua;
			if(b_tmp == 8'b10000000 )
				b_tmp_2 <= ({1'b1,f_b}) * ({1'b1,f_b});
			else if(b_tmp[7] == 1)
				b_tmp_2 <= (f_b) * (f_b);
			else
				b_tmp_2 <= ub * ub;
		end	
	end
	always@(posedge clk or negedge rst_n) begin  
		if(~rst_n) begin
			vld_d0 <= 1'b0;
			sqrt_en <= 1'b0;
		end
		else begin
			vld_d0 <= i_vld;
			sqrt_en <= vld_d0;
		end		
	end
	assign add = a_tmp_2 + b_tmp_2;
	sqrt u_sqrt(
	.clk			(clk		),
	.rst_n			(rst_n		),
	.sqrt_en		(sqrt_en	),  
	.din			(add		),  
	.valid			(o_vld		),
	.sqrt_out		(sqrt	),
	.remain_out     (remain )
);
endmodule
module sqrt(
	input				clk			,
	input				rst_n		,
	input 				sqrt_en		,  
	input   	[15:0]	din			,  
	output	reg 		valid		,
	output 	reg [7:0]  	sqrt_out	,
	output  reg [15:0]  remain_out
);
reg [3:0] state;
reg [15:0] remain_tmp;
reg [7:0] sqrt_tmp;
always@(posedge clk or negedge rst_n) begin
	if(~rst_n) begin
		state <= 'd0;
		sqrt_tmp <= 'd0;
		remain_tmp <= 'd0;
	end
	else if(sqrt_en) begin
		remain_tmp <= din;
		state <= 1'b1;
		sqrt_tmp <= 'd0;
	end
	else begin
		case(state)
			1 : begin 
				if(remain_tmp[15:14] >= 2'b01) begin  
					sqrt_tmp <= {sqrt_tmp[6:0],1'b1};
					remain_tmp <= remain_tmp - {2'b01,14'h0};
				end
				else begin
					sqrt_tmp <= {sqrt_tmp[6:0],1'b0};
					remain_tmp <= remain_tmp;
				end
				state <= state + 1'b1;
			end
			2 : begin 
				if(remain_tmp[15:12] >= {sqrt_tmp[0],2'b01}) begin  
					sqrt_tmp <= {sqrt_tmp[6:0],1'b1};
					remain_tmp <= remain_tmp - {sqrt_tmp[0],2'b01,12'h0};
				end
				else begin
					sqrt_tmp <= {sqrt_tmp[6:0],1'b0};
					remain_tmp <= remain_tmp;
				end
				state <= state + 1'b1;
			end
			3 : begin 
				if(remain_tmp[15:10] >= {sqrt_tmp[1:0],2'b01}) begin 
					sqrt_tmp <= {sqrt_tmp[6:0],1'b1};
					remain_tmp <= remain_tmp - {sqrt_tmp[1:0],2'b01,10'h0};
				end
				else begin
					sqrt_tmp <= {sqrt_tmp[6:0],1'b0};
					remain_tmp <= remain_tmp;
				end
				state <= state + 1'b1;
			end
			4 : begin 
				if(remain_tmp[15:8] >= {sqrt_tmp[2:0],2'b01}) begin 
					sqrt_tmp <= {sqrt_tmp[6:0],1'b1};
					remain_tmp <= remain_tmp - {sqrt_tmp[2:0],2'b01,8'h0};
				end
				else begin
					sqrt_tmp <= {sqrt_tmp[6:0],1'b0};
					remain_tmp <= remain_tmp;
				end
				state <= state + 1'b1;
			end
			5 : begin 
				if(remain_tmp[15:6] >= {sqrt_tmp[3:0],2'b01}) begin 
					sqrt_tmp <= {sqrt_tmp[6:0],1'b1};
					remain_tmp <= remain_tmp - {sqrt_tmp[3:0],2'b01,6'h0};
				end
				else begin
					sqrt_tmp <= {sqrt_tmp[6:0],1'b0};
					remain_tmp <= remain_tmp;
				end
				state <= state + 1'b1;
			end
			6 : begin 
				if(remain_tmp[15:4] >= {sqrt_tmp[4:0],2'b01}) begin 
					sqrt_tmp <= {sqrt_tmp[6:0],1'b1};
					remain_tmp <= remain_tmp - {sqrt_tmp[4:0],2'b01,4'h0};
				end
				else begin
					sqrt_tmp <= {sqrt_tmp[6:0],1'b0};
					remain_tmp <= remain_tmp;
				end
				state <= state + 1'b1;
			end
			7 : begin 
				if(remain_tmp[15:2] >= {sqrt_tmp[5:0],2'b01}) begin 
					sqrt_tmp <= {sqrt_tmp[6:0],1'b1};
					remain_tmp <= remain_tmp - {sqrt_tmp[5:0],2'b01,2'h0};
				end
				else begin
					sqrt_tmp <= {sqrt_tmp[6:0],1'b0};
					remain_tmp <= remain_tmp;
				end
				state <= state + 1'b1;
			end
			8: begin 
				if(remain_tmp[15:0] >= {sqrt_tmp[6:0],2'b01}) begin 
					sqrt_tmp <= {sqrt_tmp[6:0],1'b1};
					remain_tmp <= remain_tmp - {sqrt_tmp[6:0],2'b01};
				end
				else begin
					sqrt_tmp <= {sqrt_tmp[6:0],1'b0};
					remain_tmp <= remain_tmp;
				end
				state <= state + 1;
			end
			9: state <= 'd0;
		endcase
	end
end
always@(posedge clk or negedge rst_n) begin
	if(~rst_n) begin
		valid <= 1'b0;
		sqrt_out <= 'd0;
		remain_out <= 'd0;
	end
	else if(state == 'd9) begin
		valid <= 1'b1;
		sqrt_out <= sqrt_tmp;
		remain_out <= remain_tmp;
	end
	else begin
		valid <= 1'b0;
		sqrt_out <= 'd0;
		remain_out <= 'd0;
	end
end
endmodule
$ cat flow/run.sh
#!/bin/bash
# OpenROAD 26Q1-2900-gdf79404cd8, Yosys 0.63+post, stock flow scripts
make -C /OpenROAD-flow-scripts/flow DESIGN_CONFIG=/design/flow/config.mk WORK_HOME=/design/flow/orfs finish
$ cat flow/config.mk
export PLATFORM = sky130hd
export DESIGN_NAME = a2_add_b2
export DESIGN_NICKNAME = a2_add_b2
export VERILOG_FILES = /design/flow/design.v
export SDC_FILE = /design/flow/constraint.sdc
export NUM_CORES = 4
export LEC_CHECK = 1
export CORE_UTILIZATION = 50
$ cat flow/constraint.sdc
current_design a2_add_b2

set clk_period 5.3
set clk_io_pct 0.2

create_clock -name clk0 -period $clk_period [get_ports {clk}]

set non_clock_inputs [all_inputs -no_clocks]
set_input_delay [expr $clk_period * $clk_io_pct] -clock clk0 $non_clock_inputs
set_output_delay [expr $clk_period * $clk_io_pct] -clock clk0 [all_outputs]
==> summary.txt <==
flow finished, numbers: status complete, no violations, Max Used Layer met4, Worst-path clk slew 0.08 ns, Peak VDD IR 0.468 mV, Commonest flop dfrtp_1, sequential power share 10.5%, clock power share 6.3%, RR Startpoint b_tmp[2], Setup TNS 0 ns, metal3 WL 1.55 mm, Buf/Inv on CP 5, crit-path max FO 4, Layout area overhead 15.1%, Post-synth EDFFs 0, crit path DRT 5.54 ns, critical-path cell list nor3_4 > nor3b_4 > xnor2_2 > clkinv_2 > nor2_4 > inv_2 > fa_1 > fa_1 > inv_2 > fa_1 > inv_1 > fa_1 > inv_2 > ha_4 > a21o_1 > a21o_1 > o31a_1 > o41ai_2 > xor2_1 > nor2_1 > o22a_1, Layout Cell Area excl Fill 16,600 µm², FF-to-FF setup slack 0.14 ns, final setup fails 0, vias 12,025, sw power 5.59 mW, final max-slew violation count 0, most used cell, CP fa_1, Slowest-stage cell, CP fa_1, area of the core 28,100 µm², Via density 5.53, share of cells above drive strength 1 12.8%, Root Driver clkbuf_16, crit-path leading delay family adder cells, Min Hold Slack 0.351 ns, r2r endpoint b_tmp_2[13], Layout Cells excl Fill 2,176, Placed Area 15,800 µm², Boundary Pins 44, die x size 172 µm, Initial Utilization 51.4%, CTS Sinks 99, hold_sp vld_d0, synthesized area 14,400 µm², routed wire length 37.1 mm, Period minus WS final 5.16 ns, Reg2Reg Depth 21, clk buf depth 2, DRC viols 0, worst min path class flip-flop to flip-flop, Cell Type Count 80, OpenROAD warnings 46, Vert. Die Dim 172 µm, cells in synth_stat.txt 1,702, Flops after synth 99, crit path kind flip-flop to flip-flop, CTS buffer count 9, fin crit share 97.4%, final design utilization 59.2%, Pwr per Cell Area 666 nW/µm², Fmax 0.194 GHz, Int Power 5.48 mW, GRT Total Usage 27.4%, Pwr Total 11.1 mW, dpl cells 2,143, DR WL/cell 17.0 µm, first drt pass iteration count 8, ant diodes 0, worst hold path depth 0, worst slack, placed 0.0112 ns, YS chip area 14,400 µm², RSZ-0062 raised after global routing yes, met1 WL 17.3 mm, TritonCTS clock tree built, Synth Warn # 2, pin count of the biggest net entering global routing 50, Core Rows 61, vias in the first global route 11,574, initial antenna violation count 0, sw frac 50.5%, logic area 11,400 µm², Avg Cell Area, Syn 8.48 µm², relative slew slack 48.6%, Port Buf Inserts 43, crit end category flip-flop, DP Wirelength 30.1 mm, Hold EP sqrt_en, routability cong. 0.972, Worst path max stage delay 0.51 ns, global-route wire length before repair 60.1 mm, GRT overflow 0, skew final 0.0164 ns, worst skew pair latency 0.36 ns, register area share after synthesis 17.2%, Worst Tran Pin Value 0.761 ns, Setup crit start kind flip-flop, # H-tree levels 3, register area 2480 µm², setup ws final 0.140 ns, Pleak 8.04 nW, 1st-iter DRT viols 683, max capacitance violation total 0, Logic pwr share 83.2%, met2 WL 17.1 mm, Mapped Cells 1,702, Layout fillers 2,490, async set-or-reset flop fraction in the synthesized netlist 100%, Final Hold Fails 0, worst path arrival time 5.40 ns, post-route antenna net violation count 0, die area 29,600 µm²
synthesized netlist by cell type, types with 48 or more instances:
| master | number | area [µm²] |
|---|---|---|
| ha_1 | 213 | 2670 |
| inv_1 | 211 | 792 |
| nor2_1 | 129 | 484 |
| nand2_1 | 120 | 450 |
| a21oi_1 | 102 | 510 |
| dfrtp_1 | 99 | 2480 |
| fa_1 | 97 | 1940 |
| xnor2_1 | 77 | 674 |
| o21ai_0 | 61 | 305 |
| and2_1 | 57 | 357 |
| xor2_1 | 51 | 447 |
| clkbuf_1 | 48 | 180 |
flip-flops by register name, indices dropped and copies added (netlist names), 4 cells and up:
name	count
b_tmp	8
a_tmp	8
b_tmp_2	14
u_sqrt.sqrt_tmp	8
u_sqrt.remain_tmp	16
u_sqrt.state	4
u_sqrt.remain_out	16
u_sqrt.sqrt_out	8
a_tmp_2	14
worst max-delay path by stage:
stage | startpoint | endpoint | cells past startpoint | slack, ns
after CTS | a_tmp[1] | a_tmp_2[11] | 25 | 0.01
after global routing | b_tmp[2] | b_tmp_2[13] | 21 | -0.09
final | b_tmp[2] | b_tmp_2[13] | 21 | 0.14
layer usage:
metal  vias to the layer above  global-route usage [%]
li1                       6030                       -
met1                      5665                    41.3
met2                       264                    43.3
met3                        66                    3.52
met4                         0                    6.77
met5                         -                       0
repair_timing:
action                     4_1_cts  5_1_grt
pin swaps                        2       62
hold buffers                     0        0
hold endpoints to repair         0        0
buffers inserted                 4       13
setup endpoints to repair        2       11
resized                          1       80
layout make-up:
class	instances	area share [%]
multi-input cells	1332	68.5
well taps	378	2.85
flip-flops and latches	99	14.9
clock buffers	9	1.35
clock inverters	7	0.504
inverters	214	4.93
repair buffers	137	6.91
logic make-up (layout without fill, tap and decap cells):
logic type,count (synthesis),in the layout,share of synthesized area [%]
AOI/OAI and AO/OA,362,362,16.3
xor gates and xnor gates,129,129,7.88
buffers and inverters,274,367,7.25
muxes,33,33,2.50
other,1,4,0.0260
DFF,99,99,17.2
adders and majority gates,310,310,31.9
and+or+nand+nor,494,494,17.0
worst register-to-register path: stages (launching register included):
cell and delay (ns):
dfrtp_2 0.44, nor3_4 0.22, nor3b_4 0.25, xnor2_2 0.15
clkinv_2 0.11, nor2_4 0.11, inv_2 0.05, fa_1 0.48
fa_1 0.51, inv_2 0.04, fa_1 0.49, inv_1 0.05
fa_1 0.48, inv_2 0.05, ha_4 0.15, a21o_1 0.18
a21o_1 0.20, o31a_1 0.31, o41ai_2 0.32, xor2_1 0.17
nor2_1 0.05, o22a_1 0.22
layout by cell type (no fill, tap or decap), types with 11 or more instances in the layout:
master           count
a21o_1              22
dfrtp_1             95
fa_1                96
buf_4               91
xnor2_1             71
a21oi_1             98
o22ai_1             11
and2_1              56
nor2b_1             19
nand2b_1            26
inv_1              195
nand3_1             25
a211oi_1            17
o21ai_0             56
mux2i_1             12
or3_1               14
a31oi_1             13
o211ai_1            17
nor2_1             120
ha_1               202
o21a_1              20
xor2_1              47
nor3_1              36
inv_2               16
nand2_1            111
mux2_2              15
clkdlybuf4s50_1     42
power by group through the flow:
stage	logic, mW	registers [mW]	clock network, mW
CTS	8.57	1.16	0.725
global route	10.4	1.19	0.747
finish	9.21	1.16	0.698
Power is estimated from default activity; no workload was simulated.
